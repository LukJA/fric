**flow/config.mk**
```make
export PLATFORM = sky130hd
export DESIGN_NAME = dff
export DESIGN_NICKNAME = dff
export VERILOG_FILES = /design/flow/design.v
export SDC_FILE = /design/flow/constraint.sdc
export NUM_CORES = 4
export LEC_CHECK = 1
export CORE_AREA = 10 10 70 70
export DIE_AREA = 0 0 80 80
```
**flow/constraint.sdc**
```tcl
current_design dff

set clk_period 6.1
set clk_io_pct 0.2

create_clock -name clk0 -period $clk_period [get_ports {clk}]

set non_clock_inputs [all_inputs -no_clocks]
set_input_delay [expr $clk_period * $clk_io_pct] -clock clk0 $non_clock_inputs
set_output_delay [expr $clk_period * $clk_io_pct] -clock clk0 [all_outputs]
```
**flow/design.v**
```verilog
package alu_ctrl;
    typedef enum logic[3:0] {  
        NOP,
        ADD,
        SUB
    } operations_t;
endpackage
package common;
    typedef enum logic { POS, NEG } sign_t;
endpackage
package posit_types;
    typedef enum logic { POS = 0, NEG = 1 } sign_t;
    typedef struct packed {
        sign_t s;
        logic [30:0] ref_block;
    } posit32_t;
    typedef struct packed {
        sign_t s;
        logic [62:0] ref_block;
    } posit64_t;
endpackage
module dff #(
	parameter WIDTH=8
) (
	input logic clk,
	input logic signed [WIDTH-1:0] a, b,
	output logic signed [WIDTH-1:0] q
);
always_ff @(posedge clk) begin
	q <= a + b;
end
endmodule : dff
```
**flow/run.sh**
```bash
#!/bin/bash
# OpenROAD 26Q1-2900-gdf79404cd8, Yosys 0.63+post, stock flow scripts
make -C /OpenROAD-flow-scripts/flow DESIGN_CONFIG=/design/flow/config.mk WORK_HOME=/design/flow/orfs finish
```
==> changes_impl.md <==
### Changed

* Grt ovf at 0
* Final Instance Area at 812 sq um
* Worst path top cell family by delay: adder cells
* Post-DP Area at 790 sq um
* PD cells at slightly below 200 nW/um^2
* Cell Chain, Critical Path: clkdlybuf4s50_1 -> ha_1 -> inv_1 -> fa_1 -> nor2b_4 -> o31a_1 -> o311ai_1
* Iter 0 DRT Violations at 4
* Vias in the first global route at 424
* Critical path class: input port to flip-flop
* Tcrit/Tclk final at 43.8%
* Rows at 21
* FP Util at 14.4%
* Biggest regs: q: 8 flops
* Final setup fails at 0
* Dpl hpwl at between 1000 and 1500 microns
* Setup Buffers After CTS at 0
* Placed insts at 120
* Final ANT Viol Nets at 0
* Max-slew headroom at 73.8%
* Synth warnings at 1
* Largest stage delay, worst path at 470 ps
* Reg power frac at between 40% and 50%
* DIE AREA at 6400 sq um
* Log Warnings at 25
* Crit path DRT at 6200 ps
* I/O pin count at 25
* TritonCTS clock tree: done
* Max reg flops at 8
* Pins Over Slew Limit at 0
* Status: complete, no violations
* Yosys Chip Area at 492 sq um
* Total CTS buffers at 3
* Slowest CP cell: clkdlybuf4s50_1
* Area delta synth->final at 65.1%
* Synth Seq Share at roughly a third
* Final Util at a little under a quarter
* Yosys Instances at around 50
* RSZ-0062 raised after global routing: no
* Crit path max fanout at 3
* Most frequent cells in the layout: clkdlybuf4s50_1, dfxtp_1, ha_1, inv_1, a21oi_1
* Die X at roughly 80 microns
* CP arrival at ~2800 ps
* Core ar. at 3420 sq um
* Final GP Congestion at 0.737
* Setup TNS at 0 ps
* Largest net degree at the start of global routing at 7
* Finished Layout Cells at 123
* CTS clock-pin slew for the worst setup and hold paths at 50 ps
* Clock network fraction of design power at 23.1%
* Diode count at 0
* Pwr Total at around 0.16 mW
* Max-Cap Viols at 0
* Avg Inst Size Synth at 9.83 sq um
* Share of layout cells above drive strength 1 at under 10%
* Top achievable clock speed at 0.374 GHz
* Netlist cell types at 24
* P_int at 0.122 mW
* Mapped cell area at 492 sq um
* Routed wire per std cell at between 9 and 10 microns
* Register with the most flip-flops: q
* P_leak at 0.323 nW
* Worst Max-Slew Pin Slew at between 300 and 400 ps
* Antenna violations before repair at 0
* DR vias/cell at 3.62
* First-pass GRT wire length at 1760 microns
* Hold Buf Count CTS at 0
* Clk Tree Root Cell: clkbuf_4
* Critical Path Sink Type: flip-flop
* Combinational Power Share at 36.2%
* Startpoint types: input port
* Post-Route WL at 1150 microns
* Synth Instances at 50
* Most frequent logic cell in the layout: clkdlybuf4s50_1
* Sw frac at between 20% and 30%
* CTS H-tree depth at 1
* Clock buffer depth at 2
* Clock sink count at 8
* Worst VDD drop at 0.0000370 V
* Hold Vio Cnt, Final at 0
* Die Ht at 80 microns
* Hold Path Class: input port to flip-flop
* Tot GR Track Use at ~3.3%
* Drt drc at 0
* #FFs+latches synth at 8
* Via count at 445
* CP Buf/Inv Count at 2
* Psw at about 0.035 mW
* I/O Buffers at 24
* First-pass DRT Iterations at 2
* Final min period at 2670 ps
* Post-cts sizing count at 0
-- power groups by stage --
stage / Sequential [mW] / Combinational, mW / Clock, mW
CTS: 0.0642 / 0.0584 / 0.0384
global route: 0.0652 / 0.0639 / 0.0414
finish: 0.0641 / 0.0572 / 0.0365
-- routing by layer --
layer	vias up	wire length [microns]	GRT usage (%)
met3	0	193	1.93
met4	0	0	0.704
li1	241	-	-
met5	-	0	0
met2	15	508	5.30
met1	189	446	3.78
-- synth_stat cells --
cell | instances | area share [%]
nand2_1 | 1 | 0.76
a221oi_1 | 1 | 1.8
o2bb2ai_1 | 1 | 1.8
o21a_1 | 1 | 1.5
dfxtp_1 | 8 | 33
a21oi_1 | 5 | 5.1
a21o_1 | 1 | 1.5
nor2b_4 | 1 | 2.8
inv_1 | 5 | 3.8
a211oi_1 | 1 | 1.5
o311ai_1 | 1 | 1.8
nand2b_1 | 1 | 1.3
o211ai_1 | 3 | 4.6
o21ai_0 | 2 | 2.0
nor3b_1 | 1 | 1.5
nor3_1 | 1 | 1.0
nor2b_1 | 1 | 1.3
nor2_1 | 1 | 0.76
xnor2_1 | 2 | 3.6
xor2_1 | 2 | 3.6
o31a_1 | 1 | 1.8
fa_1 | 1 | 4.1
ha_1 | 7 | 18
o311ai_0 | 1 | 1.8
-- area by class of cell --
| cell class | count | area, sq um |
|---|---|---|
| sequential | 8 | 160 |
| multi-input combinational | 37 | 313 |
| fill | 370 | 2600 |
| inverter | 5 | 18.8 |
| clock buffer | 3 | 22.5 |
| timing repair buffer | 24 | 240 |
| tap | 46 | 57.6 |
-- worst paths after layout --
path	startpoint	endpoint	cells past startpoint
setup / recovery	b[0]	q[6]	7
hold / removal	a[0]	q[0]	2
-- cell families after synthesis --
kind of cell,after synthesis,synth area share [%]
XOR/XNOR,4,7.13
flip-flops,8,32.6
adder cells (fa/ha/maj),8,21.9
buffers and inverters,5,3.82
AND-OR/OR-AND,18,25.2
AND/OR/NAND/NOR,7,9.41
-- stage by stage --
stage | hold WS [ps] | setup WS [ps]
4_1_cts | 1580 | 3430
5_1_grt | 1600 | 3370
3_3_place_gp | 1820 | 3230
2_1_floorplan | 1340 | 3750
3_5_place_dp | 1840 | 3190
6_report | 1590 | 3430
No activity file was given, so power comes from the tool's default toggle rates.
