===== design/flow/run.sh =====
#!/bin/bash
# OpenROAD 26Q1-2900-gdf79404cd8, Yosys 0.63+post, stock flow scripts
make -C /OpenROAD-flow-scripts/flow DESIGN_CONFIG=/design/flow/config.mk WORK_HOME=/design/flow/orfs finish

===== design/flow/config.mk =====
export PLATFORM = sky130hd
export DESIGN_NAME = format_encoder
export DESIGN_NICKNAME = format_encoder
export VERILOG_FILES = /design/flow/design.v
export SDC_FILE = /design/flow/constraint.sdc
export NUM_CORES = 4
export LEC_CHECK = 1
export CORE_AREA = 10 10 73 73
export DIE_AREA = 0 0 83 83

===== design/flow/constraint.sdc =====
current_design format_encoder

set clk_period 5.3
set clk_io_pct 0.2

create_clock -name clk0 -period $clk_period

set non_clock_inputs [all_inputs -no_clocks]
set_input_delay [expr $clk_period * $clk_io_pct] -clock clk0 $non_clock_inputs
set_output_delay [expr $clk_period * $clk_io_pct] -clock clk0 [all_outputs]

===== design/flow/design.v =====
package alu_ctrl;
    typedef enum logic[3:0] {  
        NOP,
        ADD,
        SUB
    } operations_t;
endpackage
package common;
    typedef enum logic { POS, NEG } sign_t;
endpackage
package posit_types;
    typedef enum logic { POS = 0, NEG = 1 } sign_t;
    typedef struct packed {
        sign_t s;
        logic [30:0] ref_block;
    } posit32_t;
    typedef struct packed {
        sign_t s;
        logic [62:0] ref_block;
    } posit64_t;
endpackage
import common::*;
module two_comp #(
	parameter WIDTH=8)(
	input logic [WIDTH-1:0] a,
	output logic [WIDTH-1:0] q
    );
logic [WIDTH-1:0] nota;
logic ovf;
assign nota = ~a;
assign {ovf, q} = nota + 1'b1;
endmodule : two_comp
import common::*;
module format_encoder #(
    parameter int WIDTH = 7,
    parameter int EN = 1,
    parameter int W_REG = $clog2(WIDTH) + 1,
    parameter int W_EXP = $clog2(WIDTH) + 1,
    parameter int W_MAN = WIDTH
) (
    input logic signed [W_REG-1:0] regime,
    input logic signed [W_EXP-1:0] exponent,
    input logic unsigned [W_MAN-1:0] mantissa,
    input logic n_r,
    output logic [WIDTH-1:0] q
);
    logic [WIDTH:0] expanded_mantissa;
    logic unsigned [W_REG-1:0] abs_regime;
    assign abs_regime = (regime < 0) ? -regime : regime + 'b1;
    generate
        if (WIDTH >= W_MAN) begin : gen_expanded_mantissa_a
            assign expanded_mantissa = {
                mantissa >> (abs_regime + EN[W_REG-1:0] + 1), {WIDTH + 1 - $bits(mantissa) {1'b0}}
            };
        end else begin : gen_expanded_mantissa_b
            logic [W_MAN-1:0] interim_em;
            assign interim_em = mantissa >> (abs_regime + EN[W_REG-1:0] + 1);
            assign expanded_mantissa[WIDTH:0] = interim_em[W_MAN:W_MAN-WIDTH];
        end
    endgenerate
    logic [WIDTH-2:0] interim_posit;
    logic [1:0] rounding_pair;
    assign rounding_pair = expanded_mantissa[1:0];
    assign interim_posit = rounding_pair[1] ? expanded_mantissa[WIDTH:2] + 1'b1 : expanded_mantissa[WIDTH:2];
    logic [WIDTH-2:0] shifted_exponent;
    assign shifted_exponent = {{WIDTH-W_EXP-1{1'b0}},exponent}<<(WIDTH[W_EXP-1:0]-1-abs_regime-1-EN[W_EXP-1:0]);
    logic [WIDTH-2:0] regime_rno;
    assign regime_rno = 1'b1 << (WIDTH[W_REG-1:0] - 2 - abs_regime);
    logic [WIDTH-2:0] regime_rno_invert;
    logic [WIDTH-2:0] regime_mask;
    assign regime_rno_invert = ~regime_rno;
    generate
        assign regime_mask[WIDTH-2] = 1'b1;
        for (genvar i = WIDTH - 3; i >= 0; i--) begin
            assign regime_mask[i] = regime_mask[i+1] & (regime_rno_invert[i]);
        end
    endgenerate
    always_comb begin
        if (regime < 0) begin
            posit_aligned = {1'b0, regime_rno | shifted_exponent | interim_posit};
        end else begin
            posit_aligned = {1'b0, regime_mask | shifted_exponent | interim_posit};
        end
    end
    logic [WIDTH-1:0] posit_aligned;
    logic [WIDTH-1:0] posit_rounded;
    logic [WIDTH-1:0] posit_signed;
    logic [WIDTH-1:0] posit_complement;
    two_comp #(WIDTH) output_sign (
        .a(posit_aligned),
        .q(posit_complement)
    );
    assign posit_signed = n_r ? posit_complement : posit_aligned;
    assign q = posit_signed;
endmodule

==> impl_metrics.tcl <==
# collected from the flow reports
set metrics [dict create \
    io_buffers 21 \
    warning_count 44 \
    worst_ep_required_time_ns 4.24 \
    crit_path_end_kind "primary output" \
    overflow 0 \
    yosys_area_mm2 0.00149 \
    first_pass_iters 4 \
    grt_pass1_vias 1740 \
    finalClockPeriodUsage 1.27 \
    ys_cells 201 \
    slowest_stage "or3_4" \
    ys_warn_count 1 \
    whs_ns 2.86 \
    status "finished, violations left" \
    drt-initial-drc-count 113 \
    cap_violations 0 \
    hold_viol_final 0 \
    rsz0062_at_grt "true" \
    cp-start-kind "input pin" \
    drt_wl_total_um 4690 \
    ctsHoldBuffers 0 \
    floorplanUtilization 0.397 \
    core_mm2 0.00374 \
    crit_type "input pin to primary output" \
    num_antenna_cells 0 \
    peakVddDrop_mv 0.116 \
    grt_start_max_net_pins 16 \
    antenna_found_initial 0 \
    synthAoiAreaFrac 0.254 \
    grt.total_usage 0.123 \
    ys_sh_adder 0.168 \
    n_fill_cell 293 \
    cpPeakStageDelay_ns 0.39 \
    dp_hpwl_um 3520 \
    p_leak_nw 1.07 \
    vias 1833 \
    cp.buffers_inverters 6 \
    seq_area_um2 0 \
    crit_top_cell "ha_4" \
    slew_viol_final 0 \
    top_logic_kind "simple AND/OR/NAND/NOR gates" \
    mux_share 0.0775 \
    max_freq_mhz 149 \
    final_core_util 0.682 \
    yosysUniqueCellTypes 59 \
    io_pins 23 \
    dp_cells 322 \
    drc 0 \
    fin_crit_ns 6.71 \
    finalNonFillerCells 335 \
    cp.arrival_ns 5.65 \
    clock_buffers 0 \
    slew_headroom 0.699 \
    setup_ws_ns -1.41 \
    synth_seq_share 0 \
    xor_area_frac 0.0893 \
    fp.dieH_um 83 \
    power_density_mw_per_mm2 172 \
    die_w_um 83 \
    detail_route.wl_per_cell_um 14.0 \
    simple_gate_area_frac 0.348 \
    ant_nets 0 \
    critical_path_peak_fanout 4 \
    rows 22 \
    violations "negative setup slack" \
    chipArea_mm2 0.00689 \
    syn_inst 201 \
    syn_avg_cell_area_um2 7.39 \
    gp_congestion 0.963 \
    drive_gt1_frac 0.488 \
    via_per_inst 5.47 \
    path_delay_family "simple AND/OR/NAND/NOR gates" \
    syn_area_mm2 0.00149 \
    setup_viol 7 \
    tightest_slew_ns 0.441 \
    areaGrowthSynthToFinish_pct 71.9 \
    seq_cell_count 0 \
    min_path_type "input pin to primary output" \
    grt_pass1_wl_um 7800 \
]
-- layout by cell type, fill, tap and decap left out, types with 5 or more instances in the layout --
cell type / synthesis / layout
clkdlybuf4s50_1: 0 / 10
buf_2: 2 / 8
nand2_1: 23 / 22
ha_4: 0 / 9
buf_6: 3 / 5
or3_4: 2 / 6
xnor2_1: 8 / 7
buf_4: 0 / 68
mux2i_1: 10 / 9
nand3_1: 9 / 7
ha_1: 20 / 10
nor2_1: 7 / 6
o21ai_0: 12 / 8
nand3b_1: 5 / 5
a31oi_1: 5 / 5
nor3_1: 9 / 8
-- final timing paths --
check | start | end | slack [ns] | cells after the start
hold / removal | regime[3] | q[5] | 2.86 | 6
setup / recovery | regime[1] | q[4] | -1.41 | 27
-- repair_timing --
item | 4_1_cts | 5_1_grt
buffers inserted | 6 | 8
endpoints found under the setup margin | 7 | 7
pin swaps | 24 | 16
gates resized | 65 | 21
-- kinds of logic (layout without fill, tap and decap cells) --
family / count (synthesis) / in the layout
mux: 11 / 11
fa+ha+maj: 20 / 20
buf+inv: 18 / 104
compound gates: 48 / 48
simple gates: 91 / 91
xor+xnor: 13 / 13
-- layout make-up --
class,count,area (µm²),area share
timing repair buffer,94,751,0.294
inverter,10,47.5,0.0186
multi-input combinational,183,1700,0.664
tap,48,60.1,0.0235
-- synth_stat cells, drive strengths merged (3+ instances only) --
master	count	area share
nand2	23	0.058
and3	4	0.018
nand2b	3	0.018
clkbuf	3	0.0076
o21ai	14	0.047
or3	10	0.049
xor2	4	0.024
nor2	7	0.018
a211oi	4	0.024
ha	20	0.17
xnor2	9	0.066
nand3	9	0.030
nor4	4	0.017
buf	5	0.029
inv	9	0.023
nand3b	5	0.025
a21oi	5	0.017
nand4	3	0.013
a31oi	7	0.050
nor3	9	0.030
mux2i	10	0.067
-- report_power, final --
part	total, W	leakage [nW]	internal, W	switching [W]
Clock	0	0	0	0
Sequential	0	0	0	0
Combinational	0.000439	1.07	0.000236	0.000204
Total	0.000439	1.07	0.000236	0.000204
-- worst min-delay path, cell delays in order --
cell and delay, ns:
buf_2 0.13, buf_4 0.18, and3_1 0.18, o21ai_2 0.08, xnor2_1 0.07, buf_2 0.11
-- layer usage --
layer	track usage	part of all wire	routed length, µm
met1	0.172	0.50	2350
met2	0.212	0.47	2190
met3	0.00394	0.021	100
met4	0.00923	0.0088	41
met5	0	0	0
-- stage by stage --
step	power, W	setup slack, ns	TNS [ns]	area [µm²]
after floorplan	0.000208	-1.46	-9.44	1580
after global placement	0.000355	-2.26	-15.03	2220
after detailed placement	0.000362	-2.33	-15.49	2220
after CTS	0.000394	-1.50	-9.94	2380
after global routing	0.000484	-1.66	-10.95	2550
final	0.000439	-1.41	-9.46	2550
Power figures rest on the tool's default switching activity, not on a simulated workload.
