===== flow/config.mk =====
export PLATFORM = sky130hd
export DESIGN_NAME = priority_encoder_4
export DESIGN_NICKNAME = priority_encoder_4
export VERILOG_FILES = /design/flow/design.v
export SDC_FILE = /design/flow/constraint.sdc
export NUM_CORES = 4
export LEC_CHECK = 1
export CORE_AREA = 10 10 70 70
export DIE_AREA = 0 0 80 80

===== flow/constraint.sdc =====
current_design priority_encoder_4

set clk_period 1.0
set clk_io_pct 0.2

create_clock -name clk0 -period $clk_period

set non_clock_inputs [all_inputs -no_clocks]
set_input_delay [expr $clk_period * $clk_io_pct] -clock clk0 $non_clock_inputs
set_output_delay [expr $clk_period * $clk_io_pct] -clock clk0 [all_outputs]

===== flow/design.v =====
package alu_ctrl;
    typedef enum logic[3:0] {  
        NOP,
        ADD,
        SUB
    } operations_t;
endpackage
package common;
    typedef enum logic { POS, NEG } sign_t;
endpackage
package posit_types;
    typedef enum logic { POS = 0, NEG = 1 } sign_t;
    typedef struct packed {
        sign_t s;
        logic [30:0] ref_block;
    } posit32_t;
    typedef struct packed {
        sign_t s;
        logic [62:0] ref_block;
    } posit64_t;
endpackage
module priority_encoder_2 (
    input  logic [1:0] slice,
    output logic       count,
    output logic       valid
);
    always_comb begin
        valid = |slice;
        casez (slice)
            2'b1?       :   count = 0;
            2'b01       :   count = 1;
            default     :   count = 0;
        endcase
   end
endmodule
module priority_encoder_4 (
    input  bit       leading_bit,
    input  bit [3:0] slice,
    output bit [1:0] count,
    output bit       valid
);
    always_comb begin
        if (leading_bit) begin
            valid = !(&slice);
            casez (slice)
                4'b0???     :   count = 0;
                4'b10??     :   count = 1;
                4'b110?     :   count = 2;
                4'b1110     :   count = 3;
                default     :   count = 0;
            endcase
        end
        else begin
            valid = |slice;
            casez (slice)
                4'b1???     :   count = 0;
                4'b01??     :   count = 1;
                4'b001?     :   count = 2;
                4'b0001     :   count = 3;
                default     :   count = 0;
            endcase
        end
   end
endmodule

===== flow/run.sh =====
#!/bin/bash
# OpenROAD 26Q1-2900-gdf79404cd8, Yosys 0.63+post, stock flow scripts
make -C /OpenROAD-flow-scripts/flow DESIGN_CONFIG=/design/flow/config.mk WORK_HOME=/design/flow/orfs finish

==> flow_summary.yaml <==
# yosys + openroad results
floorplanning:
  fp-row-count: 21
  fp.dieH_um: 80
  ios: 8
  core_um2: 3416
  dieArea_um2: 6400
  die_width_um: 80
  fp_util_pct: 2.527
min_path:
  hold_end: "count[1]"
  hold_depth: 4
  hold_path.class: "in -> out"
  holdCritStartpoint: "leading_bit"
job:
  maxCapViolCount: 0
  warning_count: 34
cells_and_area:
  n_clock_buffer: 0
  fin_cells: 70
  flops: 0
  regArea_um2: 0
  drive_above_1_share_pct: 54.17
  syn_to_final_growth_pct: 171.0
  final_cell_area_um2: 234.0
  fin_util_pct: 6.850
  final_cell_mix: "buf_2 (5), nor2_1 (3), inv_1 (2), buf_6 (2), buf_4 (2)"
  layout_top_cell: "buf_2"
global_routing:
  grt_pass1_wl_um: 572
  grt_usage_pct: 1.039
  grt-busiest-layer: "met1"
  antenna_found_initial: 0
  use_met3_pct: 0.6818
  met2_usage_pct: 1.364
  use_met1_pct: 1.450
  grt_pass1_vias: 117
  gr-total-overflow: 0
  grt_max_degree: 7
critical_path:
  cp-end-kind: "output pin"
  cp_top_family: "buffers and inverters"
  cp.arrival_ns: 0.86
  cp_max_fo: 3
  timing.critical_path.slowest_stage_cell: "or2_4"
  critPathBufInv: 2
  crit_type: "in -> out"
  startpoint_type: "primary input"
  cp.required_ns: 0.80
  crit_chain: "buf_6 > or2_4 > o22ai_1 > clkdlybuf4s15_1"
  cpPeakStageDelay_ns: 0.26
final_timing:
  fmax_ghz: 0.9472
  post-route-period-util_pct: 105.6
  slew_headroom_pct: 88.32
  rsz0062_at_grt: "yes"
  whs_ns: 0.7558
  period_minus_slack_ns: 1.056
  hold_viol: 0
  setup_viol: 3
  finalMaxSlewViolations: 0
  tightest_slew_ns: 0.1739
  fin_setup_tns_ns: -0.1601
  worst_slack_ns: -0.05573
outcome:
  violations: "setup timing"
  status: "complete, but fails checks"
logic_synthesis:
  synth.yosys.warnings: 1
  syn_area_per_cell_um2: 6.167
  ys_chip_area_um2: 86.33
  syn_area_um2: 86.33
  netlist_instances: 14
  ys_seq_share_pct: 0
  ys_types: 11
  ys_cells: 14
routing:
  via_per_inst: 1.986
  dr_total_vias: 139
  ant_nets: 0
  wirelength_um: 370
  wl_per_cell_um: 5.286
  antenna_cells: 0
  drc_errors: 0
  drt_pass1_iterations: 4
  drtIter0Drc: 1
pwr:
  p_leak_nw: 0.08101
  clockPowerShare_pct: 0
  netSwitchingPower_mw: 0.03030
  ir_drop_uv: 27.93
  p_int_mw: 0.03565
  switching_share_pct: 45.94
  cellPowerDensity_nw_per_um2: 281.9
  combPwrFrac_pct: 100.0
  seqPwrFrac_pct: 0
placement:
  port_buffers: 8
  placed_cells: 70
  place_area_um2: 239.0
  place_congestion: 0.6789
clock_network:
  postCtsHoldBufs: 0
through the flow:
step	setup slack [ns]	power, mW
after floorplan	0.1732	0.01719
after global placement	-0.8188	0.06720
after detailed placement	-0.8315	0.06801
after CTS	-0.1996	0.06051
after global routing	-0.1262	0.07418
final	-0.05573	0.06595
layout make-up:
type | instances | area, µm²
multi-input combinational | 12 | 96.34
inverter | 2 | 7.507
tap | 46 | 57.56
timing repair buffer | 10 | 72.57
fill | 413 | 3182
layer usage:
layer  wire [µm]  vias up
met5           0        -
met1         182       57
met2         113       10
li1            -       72
met4           0        0
met3          74        0
synthesized netlist by cell type:
cell | n | area share (%)
o31ai_2 | 1 | 14
o2111ai_1 | 1 | 10
or2_1 | 1 | 7.3
inv_1 | 2 | 8.7
a21oi_1 | 1 | 5.8
o22ai_1 | 1 | 7.3
nand3_1 | 1 | 5.8
nor2_1 | 3 | 13
nand2_1 | 1 | 4.3
a21boi_0 | 1 | 8.7
nor4_2 | 1 | 14
worst max-delay path by stage:
stage,startpoint,end,slack (ns),depth (start not counted)
finish,slice[3],count[0],-0.06,4
global route,slice[3],valid,-0.13,5
CTS,leading_bit,valid,-0.20,5
tightest hold or removal path, cell delays in order:
cell and delay, ns:
buf_6 0.07, or2_4 0.13, o31ai_2 0.06, buf_2 0.10
logic make-up (layout without fill, tap and decap cells):
group	Yosys count	in the layout	synth area share (%)
compound gates	5	5	46.38
buf+inv	2	12	8.699
simple gates	7	7	44.92
repair_timing:
item | CTS | global route
endpoints found under the hold margin | 0 | 0
resized | 32 | 2
endpoints found under the setup margin | 3 | 3
pin swaps | 4 | 3
buffers inserted | 0 | 0
power groups by stage:
stage	registers (mW)	logic [mW]	clock network, mW
4_1_cts	0	0.0605	0
5_1_grt	0	0.0742	0
6_report	0	0.0660	0
Power and IR drop assume default switching activity.
